==> /design/flow/design.v <==
module ID_EX_FF(
	p0_EX, p1_EX, shamt_EX, func_EX, imm8_EX, we_mem_EX, re_mem_EX,
	wb_sel_EX, dst_addr_EX, src1sel_EX, we_rf_EX, instr_EX, pc_EX,
	p0_ID, p1_ID, shamt_ID, func_ID, imm8_ID, we_mem_ID, re_mem_ID, 
	wb_sel_ID, dst_addr_ID, src1sel_ID, we_rf_ID, instr_ID, pc_ID,
	clk, rst_n, stall);
	input wire [15:0] p0_ID, p1_ID, instr_ID, pc_ID;
	input wire [7:0] imm8_ID;
	input wire [3:0] shamt_ID, dst_addr_ID;
	input wire [2:0] func_ID;
	input wire we_mem_ID, re_mem_ID, wb_sel_ID, src1sel_ID, clk, rst_n, stall,
		we_rf_ID;
	output reg [15:0] p0_EX, p1_EX, instr_EX, pc_EX;
	output reg [7:0] imm8_EX;
	output reg [3:0] shamt_EX, dst_addr_EX;
	output reg [2:0] func_EX;
	output reg we_mem_EX, re_mem_EX, wb_sel_EX, src1sel_EX, we_rf_EX;
	wire [15:0] next_p0, next_p1, next_instr, next_pc;
	wire [7:0] next_imm8;
	wire [3:0] next_shamt, next_dst_addr;
	wire [2:0] next_func;
	wire next_we_mem, next_re_mem, next_wb_sel, next_src1sel, next_we_rf_EX;
	always@(posedge clk, negedge rst_n)begin
		if(~rst_n)begin
			p0_EX <= 16'h0000;
			p1_EX <= 16'h0000;
			imm8_EX <= 8'h00;
			shamt_EX <= 4'h0;
			func_EX <= 3'b000;
			we_rf_EX <= 1'b0;
			we_mem_EX <= 1'b0;
			re_mem_EX <= 1'b0;
			wb_sel_EX <= 1'b0;
			dst_addr_EX <= 4'h0;
			src1sel_EX <= 1'b0;
			instr_EX <= 16'h0000;
			pc_EX <= 16'h0000;
		end
		else begin
			p0_EX <= next_p0;
			p1_EX <= next_p1;
			imm8_EX <= next_imm8;
			shamt_EX <= next_shamt;
			func_EX <= next_func;
			we_rf_EX <= next_we_rf;
			we_mem_EX <= next_we_mem;
			re_mem_EX <= next_re_mem;
			wb_sel_EX <= next_wb_sel;
			dst_addr_EX <= next_dst_addr;
			src1sel_EX <= next_src1sel;
			instr_EX <= next_instr;
			pc_EX <= next_pc;
		end
	end
	assign next_p0 = (stall) ? p0_EX : p0_ID;
	assign next_p1 = (stall) ? p1_EX : p1_ID;
	assign next_imm8 = (stall) ? imm8_EX : imm8_ID;
	assign next_shamt = (stall) ? shamt_EX : shamt_ID;
	assign next_func = (stall) ? func_EX : func_ID;
	assign next_we_rf = (stall) ? we_rf_EX : we_rf_ID;
	assign next_we_mem = (stall) ? we_mem_EX : we_mem_ID;
	assign next_re_mem = (stall) ? re_mem_EX : re_mem_ID;
	assign next_wb_sel = (stall) ? wb_sel_EX : wb_sel_ID;
	assign next_dst_addr = (stall) ? dst_addr_EX : dst_addr_ID;
	assign next_src1sel = (stall) ? src1sel_EX : src1sel_ID;
	assign next_instr = (stall) ? instr_EX : instr_ID;
	assign next_pc = (stall) ? pc_EX : pc_ID;
endmodule
==> /design/flow/run.sh <==
#!/bin/bash
# OpenROAD 26Q1-2900-gdf79404cd8, Yosys 0.63+post, stock flow scripts
make -C /OpenROAD-flow-scripts/flow DESIGN_CONFIG=/design/flow/config.mk WORK_HOME=/design/flow/orfs finish
==> /design/flow/config.mk <==
export PLATFORM = sky130hd
export DESIGN_NAME = ID_EX_FF
export DESIGN_NICKNAME = ID_EX_FF
export VERILOG_FILES = /design/flow/design.v
export SDC_FILE = /design/flow/constraint.sdc
export NUM_CORES = 4
export LEC_CHECK = 1
export CORE_UTILIZATION = 30
==> /design/flow/constraint.sdc <==
current_design ID_EX_FF

set clk_period 1.5
set clk_io_pct 0.2

create_clock -name clk0 -period $clk_period [get_ports {clk}]

set non_clock_inputs [all_inputs -no_clocks]
set_input_delay [expr $clk_period * $clk_io_pct] -clock clk0 $non_clock_inputs
set_output_delay [expr $clk_period * $clk_io_pct] -clock clk0 [all_outputs]
==> deck_impl_summary.md <==
Run Summary

Clock tree
  • Clock edge transition at the registers on the reported setup and hold paths: about 0.09 ns
  • Clock latency on the worst-skew pair: 0.34 ns
  • Root Buffer: clkbuf_8
  • Buffer depth of the longest clock path: 2
  • CTS tree: built
  • TritonCTS Buffers: 9
  • Max H-tree Level: 3
  • Clock sink count: about 88

STA
  • Worst Slack Setup Final: 0.0433 ns
  • Slew at the pin closest to its max-slew limit: ~0.29 ns
  • Final setup violation count: 0
  • Final period demand of the worst path: 1.46 ns
  • Highest Clock Rate: 686 MHz
  • Number of max-slew violations in the final report: 0
  • Crit share post-route: 97.1%
  • Relative slew margins: approximately 81%
  • Worst Skew: 0 ns
  • Hold Vio Cnt, Final: 0

Placement
  • Post-placement setup slack: 0.232 ns
  • Detailed placement HPWL: roughly 5.4 mm
  • Gp weighted congestion: between 0.7 and 0.8
  • Placed instance area: 5340 um2
  • I/O Buffers: 178

Logic synthesis
  • Netlist area before placement: roughly 3300 um2
  • Number of standard cells reported by yosys: 186
  • Area fraction in compound gates: 0%
  • Cell type with the largest total area: dfrtp_1
  • Area fraction in full adders, half adders and majority gates: 0%
  • Average instance area after synthesis: around 18 um2
  • Portion of synthesized cell area occupied by the leading cell type: 65.9%
  • Post-Syn Instances: approximately 190
  • Portion of netlist area occupied by mux cells: about a third
  • XOR/XNOR share of the synthesized area: 0%
  • AND/OR/NAND/NOR Cells, Area Fraction: 0%
  • Number of warnings reported in the yosys synthesis log: 2
  • Cell area leaders: dfrtp_1 (66%), mux2_2 (23%), mux2_4 (9.0%), buf_6 (1.3%), buf_2 (0.90%)
  • Synth Seq Share: between 60% and 70%
  • Number of distinct standard cells referenced by the synthesized netlist: 5
  • Flop and latch count out of synthesis: 88
  • Main kind of combinational logic by area: multiplexers
  • Summed standard-cell area reported by yosys: 3340 um2

Global route
  • Maximum number of pins on one net before global-route repair: approximately 45
  • Vias in the first global route: between 2000 and 2500
  • Global-route wire length before repair: 11.6 mm
  • Remaining global-route overflow: 0
  • Total Routing Usage GR: approximately an eighth
  • Initial antenna violation count: 0

Pwr
  • Leakage component of the power: just under 3 nW
  • IR drop worst, VDD: roughly 0.46 mV
  • Total design power: between 5 and 6 mW
  • Power per Cell Area: roughly 920 nW/um2

Cells and area
  • # fillers: approximately 900
  • Leading cell type in the layout, fill and taps excluded: clkdlybuf4s50_1
  • Reg area: 2200 um2
  • Synthesis-to-finish area growth: 70.8%
  • Post-route cell area: about 5700 um2
  • Commonest cells after routing, fill and taps aside: clkdlybuf4s50_1 (100), dfrtp_1 (88), mux2_2 (68), dlymetal6s2s_1 (58), mux2_4 (20)
  • Layout cells sized above 1: between 30% and 40%
  • Footprint of the multi-input gates: 1070 um2

Worst setup path
  • Source of the worst register-to-register timing path: func_EX[0]$_DFFE_PN0N_
  • Critical Setup Path Class: flop to output pin
  • Top delay family on crit path: buffers and inverters
  • Cells along the critical path: clkdlybuf4s50_1
  • Count of buffering cells on the critical path with inverters included: 1
  • Longest individual stage delay on the worst path: between 0.4 and 0.5 ns
  • WP data required: around 1.2 ns
  • Crit. path cell count: 1
  • Slowest CP cell: clkdlybuf4s50_1
  • Launching instance or port of the critical path: instr_EX[6]$_DFFE_PN0N_
  • Top fanout value on the critical path: 2
  • Worst setup EP type: output pin
  • Data arrival time at the worst-slack endpoint: around 1.2 ns
  • Number of cells on the worst reg-to-reg path: 2
  • Critical Path Source Type: flop

Job
  • Tool warnings: 25
  • Number of violations of the max-capacitance limit: 0

Detailed routing
  • Total Wirelength: 7.56 mm
  • Antenna violation net count after detailed routing: 0
  • Vias after detailed routing: 2241
  • Avg Vias per Cell: 4.27
  • Post-DR wirelength/cell: between 10 and 15 um
  • DRT Pass-1 Iters: 4
  • Diode insertion count for antenna repair: 0
  • Iteration-0 DRC Markers: 36
  • Post-detailed-route DRC marker count: 0

Die
  • Starting Density: a little over 30%
  • Row Count: 38
  • Die Span Y: 108 um
  • Core ar.: approximately 11000 um2
  • Die area: between 10000 and 15000 um2
  • Overall die width: around 110 um
  • Total I/O pin count: roughly 180

Outcome
  • Run status: finished clean

Min path
  • Worst hold path class: primary input to async pin
## sequential cells by signal, indices dropped and copies added (netlist names)
name	flops
instr_EX	16
p0_EX	16
p1_EX	16
pc_EX	16
imm8_EX	8
dst_addr_EX	4
shamt_EX	4
func_EX	3
re_mem_EX	1
src1sel_EX	1
wb_sel_EX	1
we_mem_EX	1
we_rf_EX	1
## kinds of logic (layout without fill, tap and decap cells)
| logic type | after synthesis | after routing |
|---|---|---|
| mux | 88 | 88 |
| flops | 88 | 88 |
| buf+inv | 10 | 209 |
## repair_timing
action                                  in CTS  in global routing
resized                                     18                 58
endpoints found under the setup margin      18                 59
buffers inserted                             2                  6
hold buffers                                 1                  0
hold endpoints to repair                    18                  0
cloned                                       0                  0
## Yosys cell counts
cell and instances:
buf_2 6, mux2_4 20, dfrtp_1 88, mux2_2 68
buf_6 4
## layer usage
metal | vias up | share of wire [%] | GRT usage [%]
met5 | - | 0 | 0
met2 | 92 | 47 | 20.1
li1 | 1043 | - | -
met1 | 1092 | 44 | 19.7
met3 | 14 | 7.9 | 3.27
met4 | 0 | 1.8 | 2.54
## metrics by stage
stage,cells,utilization (%),hold WS [ns],TNS (ns)
after floorplan,186,-,0.00441,0
after global placement,502,49.3,0.202,0
after detailed placement,502,49.3,0.205,0
after CTS,519,50.9,0.371,0
after global routing,525,52.7,0.388,-0.0268
final,525,52.7,0.375,0
## power breakdown
part	switching, mW	internal [mW]	leakage (nW)
logic	0.230	0.780	1.80
clock network	0.777	0.747	0.0880
registers	0.105	2.61	1.03
## worst paths after layout
path | slack, ns | to
worst max-delay path | 0.04 | instr_EX[6]
worst min-delay path | 0.37 | p0_EX[7]$_DFFE_PN0N_
worst max register to register | 0.63 | func_EX[0]$_DFFE_PN0N_
worst min register to register | 0.50 | pc_EX[8]$_DFFE_PN0N_
max in group asynchronous | 0.58 | instr_EX[4]$_DFFE_PN0N_
min in group clk0 | 0.41 | p1_EX[3]$_DFFE_PN0N_
## cell type report
class	instances	share of cell area [%]
clock buffers	10	2.23
clock inverters	4	0.833
multi-input cells	88	18.7
flip-flops and latches	88	38.6
well taps	140	3.07
repair buffers	195	36.6
Power is estimated from default activity; no workload was simulated.
