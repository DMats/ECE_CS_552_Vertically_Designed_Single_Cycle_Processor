### design/flow/config.mk
export PLATFORM = sky130hd
export DESIGN_NAME = cache_controller
export DESIGN_NICKNAME = cache_controller
export VERILOG_FILES = /design/flow/design.v
export SDC_FILE = /design/flow/constraint.sdc
export NUM_CORES = 4
export LEC_CHECK = 1
export CORE_AREA = 10 10 70 70
export DIE_AREA = 0 0 80 80
### design/flow/constraint.sdc
current_design cache_controller

set clk_period 2.6
set clk_io_pct 0.2

create_clock -name clk0 -period $clk_period [get_ports {clk}]

set non_clock_inputs [all_inputs -no_clocks]
set_input_delay [expr $clk_period * $clk_io_pct] -clock clk0 $non_clock_inputs
set_output_delay [expr $clk_period * $clk_io_pct] -clock clk0 [all_outputs]
### design/flow/design.v
module cache_controller(
	clk, rst_n, i_rdy, d_rdy, u_rdy, data_re, data_we, dirty,
	u_re, u_we, d_we_CC, i_we, addr_sel, d_set_dirty, evict, d_data_sel, d_rdy_CC  
	);
	input wire clk, rst_n, i_rdy, d_rdy, dirty, u_rdy, data_re, data_we;
	output reg u_re, u_we, i_we, addr_sel, d_set_dirty, evict, d_data_sel, d_we_CC, d_rdy_CC; 
	reg [2:0] current_state, next_state;
	localparam state_idle = 3'b000;
	localparam state_i_rd = 3'b001;
	localparam state_d_rd_evict = 3'b010;
	localparam state_d_rd_miss = 3'b011;
	localparam state_d_w_evict = 3'b100;
	localparam state_d_w_miss = 3'b101;
	always@(posedge clk, negedge rst_n) begin
		if(~rst_n)begin
			current_state <= 3'b000;
		end
		else begin
			current_state <= next_state;
		end
	end
	always@(current_state, i_rdy, u_rdy, d_rdy, dirty, data_re, data_we) begin
		next_state = state_idle;
		evict = 0;
		u_re = 0;
		u_we = 0;
		d_we_CC = 0;
		i_we = 0;
		addr_sel = 0;
		d_set_dirty = 0;
		d_data_sel = 0;
		d_rdy_CC = 0;
		case(current_state)
			state_idle : begin
				if(i_rdy & d_rdy) begin
					next_state = state_idle;
					evict = 0;
					u_re = 0;
					u_we = 0;
					i_we = 0;
					addr_sel = 0;
					d_data_sel = 0;
					d_rdy_CC = 1;
					if(data_we) begin
						d_set_dirty = 1;
						d_we_CC = 1;
					end
					else begin
						d_set_dirty = 0;
						d_we_CC = 0;
					end
				end
				else if (~i_rdy & (~(data_re & data_we) | d_rdy)) begin 
					next_state = state_i_rd;
					evict = 0;
					u_re = 1;
					u_we = 0;
					d_we_CC = 0;
					i_we = 0;
					addr_sel = 0;
					d_set_dirty = 0;
					d_data_sel = 0;
					d_rdy_CC = 0;
				end
				else if (~d_rdy | data_re | data_we) begin
					if(data_re & dirty) begin  
						next_state = state_d_rd_evict;
						evict = 1;  
						u_re = 0;
						u_we = 1;
						d_we_CC = 0;
						i_we = 0;
						addr_sel = 1;
						d_set_dirty = 0;
						d_data_sel = 0;
						d_rdy_CC = 0;
					end
					else if(data_re & ~dirty) begin
						next_state = state_d_rd_miss;
						evict = 0;
						u_re = 1;
						u_we = 0;
						d_we_CC = 0;
						i_we = 0;
						addr_sel = 1;
						d_set_dirty = 0;
						d_data_sel = 0;
						d_rdy_CC = 0;
					end
					else if(data_we & dirty) begin  
						next_state = state_d_w_evict;
						evict = 1;
						u_re = 0;
						u_we = 1;
						d_we_CC = 0;
						i_we = 0;
						addr_sel = 1;
						d_set_dirty = 0;
						d_data_sel = 0;
						d_rdy_CC = 0;
					end
					else if(data_we & (~dirty )) begin
						next_state = state_d_w_miss;
						evict = 0;
						u_re = 0;
						u_we = 0;
						d_we_CC = 1;
						i_we = 0;
						addr_sel = 0;
						d_set_dirty = 1;
						d_data_sel = 0;
						d_rdy_CC = 0;
					end
				end
			end
			state_i_rd : begin
				if(u_rdy) begin
					next_state = state_idle;
					evict = 0;
					u_re = 0;
					u_we = 0;
					d_we_CC = 0;
					i_we = 1;
					addr_sel = 0;
					d_set_dirty = 0;
					d_rdy_CC = 1;
				end
				else begin
					next_state = state_i_rd;
					evict = 0;
					u_re = 1;
					u_we = 0;
					d_we_CC = 0;
					i_we = 0;
					addr_sel = 0;
					d_set_dirty = 0;
					d_rdy_CC = 0;
				end
			end
			state_d_rd_evict : begin
				if(u_rdy) begin
					next_state = state_d_rd_miss;
					evict = 0;
					u_re = 1;
					u_we = 0;
					d_we_CC = 1;
					i_we = 0;
					addr_sel = 1;
					d_set_dirty = 0;
					d_data_sel = 1;
					d_rdy_CC = 0;
				end
				else begin
					next_state = state_d_rd_evict;
					evict = 1;
					u_re = 0;
					u_we = 1;
					d_we_CC = 0;
					i_we = 0;
					addr_sel = 1;
					d_set_dirty = 0;
					d_data_sel = 0;
					d_rdy_CC = 0;
				end
			end
			state_d_rd_miss : begin
				if(u_rdy & i_rdy) begin
					next_state = state_idle;
					evict = 0;
					u_re = 0;
					u_we = 0;
					d_we_CC = 1;
					i_we = 0;
					addr_sel = 0;
					d_set_dirty = 0;
					d_rdy_CC = 1;	
				end
				else if(u_rdy & ~i_rdy) begin
					next_state = state_i_rd;
					evict = 0;
					u_re = 1;
					u_we = 0;
					d_we_CC = 1;
					i_we = 0;
					addr_sel = 0;
					d_set_dirty = 0;
					d_rdy_CC = 1;	
				end
				else begin
					next_state = state_d_rd_miss;
					evict = 0;
					u_re = 1;
					u_we = 0;
					d_we_CC = 0;
					i_we = 0;
					addr_sel = 1;
					d_set_dirty = 0;	
					d_rdy_CC = 0;	
				end
			end
			state_d_w_evict : begin
				if(u_rdy) begin
					next_state = state_d_w_miss;
					evict = 0;
					u_re = 0;
					u_we = 0;
					d_we_CC = 1;
					i_we = 0;
					addr_sel = 1;
					d_set_dirty = 0;
					d_data_sel = 0;		
					d_rdy_CC = 0;						
				end
				else begin
					next_state = state_d_w_evict;
					evict = 1;
					u_re = 0;
					u_we = 1;
					d_we_CC = 0;
					i_we = 0;
					addr_sel = 1;
					d_set_dirty = 0;
					d_data_sel = 0;
					d_rdy_CC = 0;	
				end
			end
			state_d_w_miss : begin
				if(i_rdy) begin
					next_state = state_idle;
					evict = 0;
					u_re = 0;
					u_we = 0;
					d_we_CC = 1;
					i_we = 0;
					addr_sel = 1;
					d_data_sel = 0;
					d_set_dirty = 1;
					d_rdy_CC = 1;					
				end
				else if(~i_rdy) begin
					next_state = state_i_rd;
					evict = 0;
					u_re = 1;
					u_we = 0;
					d_we_CC = 0;
					i_we = 0;
					addr_sel = 0;
					d_data_sel = 0;
					d_set_dirty = 1;
					d_rdy_CC = 1;						
				end
				else begin
					next_state = state_d_w_miss;
					evict = 0;
					u_re = 0;
					u_we = 0;
					d_we_CC = 0;
					i_we = 0;
					addr_sel = 1;
					d_data_sel = 0;
					d_set_dirty = 0;
					d_rdy_CC = 0;	
				end
			end
			default : begin
				next_state = state_idle;
				evict = 0;
				u_re = 0;
				u_we = 0;
				d_we_CC = 0;
				i_we = 0;
				addr_sel = 0;
				d_set_dirty = 0;
				d_data_sel = 0;
				d_set_dirty = 0;
				d_rdy_CC = 1;
			end
		endcase	
	end
endmodule
### design/flow/run.sh
#!/bin/bash
# OpenROAD 26Q1-2900-gdf79404cd8, Yosys 0.63+post, stock flow scripts
make -C /OpenROAD-flow-scripts/flow DESIGN_CONFIG=/design/flow/config.mk WORK_HOME=/design/flow/orfs finish
==> run notes <==
impl run done, here's what came out: Final min period 2.52 ns, cell count listed in synth_stat.txt 59, yosys stat area 467 µm², DP Worst Slack -0.0414 ns, kind of critical path input pin to primary output, Mapped Cells 59, largest net degree at the start of global routing 9, Final Max Slew Viols 0, clock buffer count from CTS 3, status complete, no violations, vias 534, synth warn 1, Final Setup Violations 0, Die Y 80 µm, Core Footprint 3420 µm², critical-path cell list clkdlybuf4s50_1 -> nand3b_1 -> a32oi_2 -> nand3_1 -> clkdlybuf4s50_1, total gr overflow 0, syn avg cell area 7.91 µm², Mapped Area 467 µm², I/O pin cnt 17, Critical-path top delay cell clkdlybuf4s50_1, Tightest Pin Transition 0.311 ns, CP Capture Type primary output, Root Buffer Master clkbuf_4, most frequent CP cell clkdlybuf4s50_1, fin area 768 µm², first-pass GRT wire length 2.37 mm, CTS tree built, Cell Type Count 27, Hold Crit Class input pin to async pin, WP data required 2.08 ns, Fin. Hold Viols 0, Latency at later pin 0.25 ns, DRC 0, GPL Wtd Cong 0.819, Final TNS setup 0 ns, fillers 376, drt first pass iters 4, max incr delay on CP 0.57 ns, final WL 1.50 mm, Area growth syn-to-layout 64.6%, Highest Clock Rate 0.397 GHz, Reg with most FFs current_state, tool warnings 25, WP data arrival 2.00 ns, VDD IR max 0.000183 V, Final period util 96.8%, wire per inst 11.7 µm, Port Buf Inserts 16, vias in the first global route 504, PwrDens 301 nW/µm², Routed Antenna Nets 0, max FFs per register 6, floorplan utilization 13.7%, Die Size 6400 µm², area post-placement 724 µm², post-CTS setup buffers 0, CP Max Fanout 6, Layout Cells excl Fill 129, clk buf depth 2, Max H-tree Level 1, dpl cells 125, biggest regs current_state: 6 flops, # Max-Cap Violations 0, global-route usage over all layers 4.54%, Worst Skew 0.00763 ns, crit start category input pin, die width 80 µm, #FFs+latches synth 6, unrepaired setup endpoints after global routing false, post-DP HPWL 1.23 mm, min setup slack post-route 0.0833 ns, ant diodes 0, Leakage 0.351 nW, Clk pin slew, worst setup/hold paths 0.05 ns, clk sinks 6, CTS Hold Bufs 0, Iter 0 DRT Violations 35, part of the Yosys area used for sequential elements 32.4%, share of post-route cells with drive strength above 1 24.1%, standard-cell rows 21, initial antenna violation count 0, slew margin rel. 79.2%, vias per cell 4.14
-- power by group --
group / leakage [nW] / switching, mW / internal [mW]
logic: 0.256 / 0.0200 / 0.0223
clock network: 0.0150 / 0.0355 / 0.0582
registers: 0.0802 / 0.000599 / 0.0943
-- timing repair --
| action | in CTS | in global routing |
|---|---|---|
| gates cloned | 0 | 0 |
| gates resized | 2 | 3 |
| endpoints found under the setup margin | 2 | 4 |
-- stage by stage --
step | util, % | hold WS, ns | total power, mW
2_1_floorplan | - | 0.224 | 0.114
3_3_place_gp | 21.2 | 0.550 | 0.138
3_5_place_dp | 21.2 | 0.548 | 0.138
4_1_cts | 22.1 | 0.516 | 0.233
5_1_grt | 22.5 | 0.539 | 0.243
6_report | 22.5 | 0.516 | 0.231
-- synthesized netlist by cell type --
cell type	number	area share [%]
a21o_2	1	1.9
o31ai_1	1	1.6
and2b_4	1	2.1
o2111ai_1	1	1.9
buf_4	1	1.6
buf_2	4	4.3
nand3_1	4	4.3
dfstp_2	1	5.6
o21ai_0	4	4.3
nand4_1	1	1.3
a221oi_2	1	3.2
nand2_1	4	3.2
nand3_2	1	2.1
nor2_1	6	4.8
o221ai_1	1	1.9
inv_1	7	5.6
a21o_1	1	1.6
nand2b_1	2	2.7
dfrtp_1	5	27
a32oi_1	1	1.9
and2_1	1	1.3
nand3b_1	2	3.2
o211ai_1	1	1.6
a21oi_1	2	2.1
o32ai_2	1	3.5
a31oi_1	1	1.3
o22ai_1	3	4.0
-- cells in the final DEF, fill, tap and decap left out, drive strengths merged, types with 2 or more instances in the layout --
master         count
clkdlybuf4s50     13
buf                9
inv                7
nor2               6
dfrtp              5
nand3              5
nand2              4
o21ai              4
clkbuf             4
o22ai              3
a21oi              2
nand2b             2
nand3b             2
dlymetal6s2s       2
a21o               2
-- final cells by class --
type	count	area [µm²]	area share [%]
clock buffers	4	26.3	3.42
inverters	7	26.3	3.42
multi-input cells	41	275	35.8
well taps	46	57.6	7.49
repair buffers	25	231	30.1
flip-flops and latches	6	151	19.7
-- cells by family (layout without fill, tap and decap cells) --
family                 Yosys count  in the layout  synth area share (%)
and+or+nand+nor                 22             22                  25.2
AOI/OAI and AO/OA               19             19                  30.8
buffers and inverters           12             36                  11.5
DFF                              6              6                  32.4
-- per-layer routing --
layer	up-vias	routed length, µm	global-route usage (%)
li1	260	-	-
met1	251	607	5.45
met2	19	762	7.54
met3	4	82	1.36
met4	0	51	1.41
met5	-	0	0
-- final timing paths --
path                                        from                to  slack (ns)  depth (start not counted)
worst max-delay path                     data_we              u_re        0.08                          5
worst min-delay path                       rst_n  current_state[4]        0.52                          1
worst max register to register  current_state[0]  current_state[1]        1.32                          4
worst min register to register  current_state[3]  current_state[3]        0.57                          2
max in group asynchronous                  rst_n  current_state[0]        1.80                          1
min in group clk0               current_state[3]  current_state[3]        0.57                          2
-- worst max-delay path, delay by kind of cell --
family                 cells  cell delay, ns
AOI/OAI and AO/OA          1            0.24
and+or+nand+nor            2            0.24
buffers and inverters      2            1.00
Power is estimated from default activity; no workload was simulated.
