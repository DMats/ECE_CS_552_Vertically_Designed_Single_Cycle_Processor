--- ./run.sh ---
#!/bin/bash
# OpenROAD 26Q1-2900-gdf79404cd8, Yosys 0.63+post, stock flow scripts
make -C /OpenROAD-flow-scripts/flow DESIGN_CONFIG=/design/flow/config.mk WORK_HOME=/design/flow/orfs finish
--- ./config.mk ---
export PLATFORM = sky130hd
export DESIGN_NAME = MEM_WB_FF
export DESIGN_NICKNAME = MEM_WB_FF
export VERILOG_FILES = /design/flow/design.v
export SDC_FILE = /design/flow/constraint.sdc
export NUM_CORES = 4
export LEC_CHECK = 1
export CORE_AREA = 10 10 112 112
export DIE_AREA = 0 0 122 122
--- ./constraint.sdc ---
current_design MEM_WB_FF

set clk_period 1.5
set clk_io_pct 0.2

create_clock -name clk0 -period $clk_period [get_ports {clk}]

set non_clock_inputs [all_inputs -no_clocks]
set_input_delay [expr $clk_period * $clk_io_pct] -clock clk0 $non_clock_inputs
set_output_delay [expr $clk_period * $clk_io_pct] -clock clk0 [all_outputs]
--- ./design.v ---
module MEM_WB_FF(
	ldata_WB, alu_result_WB, wb_sel_WB, we_rf_WB, dst_addr_WB,
	ldata_MEM, alu_result_MEM, wb_sel_MEM, we_rf_MEM, dst_addr_MEM,
	clk, rst_n, stall);
	input wire [15:0] ldata_MEM, alu_result_MEM;
	input wire [3:0] dst_addr_MEM;
	input wire wb_sel_MEM, we_rf_MEM, clk, rst_n, stall;
	output reg [15:0] ldata_WB, alu_result_WB;
	output reg [3:0] dst_addr_WB;
	output reg wb_sel_WB, we_rf_WB;
	wire [15:0] next_ldata, next_alu_result;
	wire [3:0] next_dst_addr;
	wire next_wb_sel, next_we_rf;
	always@(posedge clk, negedge rst_n)begin
		if(~rst_n)begin
			ldata_WB <= 16'h0000;
			alu_result_WB <= 16'h0000;
			we_rf_WB <= 1'b0;
			wb_sel_WB <= 1'b0;
			dst_addr_WB <= 4'b0000;
		end
		else begin
			ldata_WB <= next_ldata;
			alu_result_WB <= next_alu_result;
			we_rf_WB <= next_we_rf;
			wb_sel_WB <= next_wb_sel;
			dst_addr_WB <= next_dst_addr;
		end
	end 
	assign next_ldata = (stall) ? ldata_WB : ldata_MEM;
	assign next_alu_result = (stall) ? alu_result_WB : alu_result_MEM;
	assign next_we_rf = (stall) ? we_rf_WB : we_rf_MEM;
	assign next_wb_sel = (stall) ? wb_sel_WB : wb_sel_MEM;
	assign next_dst_addr = (stall) ? dst_addr_WB : dst_addr_MEM;
endmodule
==> impl_metrics.env <==
# source this file to load flow results
export IMPL_first_pass_iters=2
export IMPL_io_buffers=78
export IMPL_ys_sh_adder_pct=0
export IMPL_ys_flops=38
export IMPL_hold_class="in -> async"
export IMPL_cp_top_family="buffers and inverters"
export IMPL_ctsHtreeMaxLevel=2
export IMPL_grt_pass1_vias=1099
export IMPL_setup_viol=0
export IMPL_root_buffer="clkbuf_8"
export IMPL_vias=947
export IMPL_wl_per_cell_um=12.73
export IMPL_placedCellCount=292
export IMPL_power_frac_clock_pct=29.7
export IMPL_p_per_area_nw_per_um2=941.1
export IMPL_ys_seq_share_pct=63.70
export IMPL_coreArea_um2=10230
export IMPL_ys_warn_count=1
export IMPL_crit_slowest_cell="clkdlybuf4s50_1"
export IMPL_sequentialPowerShare_pct=50.0
export IMPL_intPower_mw=1.861
export IMPL_vdd_drop_max_uv=277.7
export IMPL_drtIter0Drc=17
export IMPL_dp_hpwl_um=2786
export IMPL_arrival_ps=1140
export IMPL_synth_area_um2=1493
export IMPL_share_comb_of_total_power_pct=20.3
export IMPL_post_cts_setup_buffers=0
export IMPL_fp_dieArea_um2=14880
export IMPL_ant_nets=0
export IMPL_seq_area_um2=950.9
export IMPL_drive_gt1_share_pct=29.63
export IMPL_hold_violations=0
export IMPL_critPathBufInv=1
export IMPL_row_count=37
export IMPL_grt_max_degree=39
export IMPL_synthSimpleGateAreaFrac_pct=0
export IMPL_fill_cells=1066
export IMPL_final_cell_area_um2=2505
export IMPL_yosys_cell_types_count=5
export IMPL_cts_buffers=5
export IMPL_crit_chain="clkdlybuf4s50_1"
export IMPL_p_leak_nw=1.042
export IMPL_max_freq_ghz=0.6964
export IMPL_cts_buffer_depth=2
export IMPL_ys_cells=80
export IMPL_dieHeight_um=122
export IMPL_layout_top_cells="clkdlybuf4s50_1, dfrtp_1, mux2_4"
export IMPL_crit_path_start_kind="register"
export IMPL_endpoint_kind="output port"
export IMPL_ys_sh_mux_pct=33.70
export IMPL_mostFrequentLayoutCell="clkdlybuf4s50_1"
export IMPL_p_sw_share_pct=21.07
export IMPL_cap_violations=0
export IMPL_via_per_inst=3.178
export IMPL_ioPinCount=79
export IMPL_syn_inst=80
export IMPL_drt_wl_total_um=3793
export IMPL_initial_utilization_pct=14.59
export IMPL_hold_worst_slack_ps=63.57
export IMPL_status="complete, no violations"
export IMPL_path_clk_slew_ps=70
export IMPL_ys_sh_xor_pct=0
export IMPL_place_congestion=0.6902
export IMPL_post_place_ws_ps=325.3
export IMPL_yosys_area_share_aoi_pct=0
export IMPL_rsz0062_at_grt="false"
export IMPL_die_w_um=122
export IMPL_ctsHoldBuffers=0
export IMPL_worst_pin_slew_ps=485.5
export IMPL_synthTopLogicFamily="multiplexers"
export IMPL_clock_latency_ps=280
export IMPL_p_switching_uw=496.6
export IMPL_setup_ws_ps=64.12
export IMPL_skew_ps=0
export IMPL_n_antenna_cell=0
export IMPL_area_delta_synth_final_pct=67.81
export IMPL_min_period_ps=1436
export IMPL_mi_logic_area_um2=503.0
export IMPL_period_used_pct=95.73
export IMPL_final_cells=298
export IMPL_post_cts_resized=0
export IMPL_grt_pass1_wl_um=6023
export IMPL_openroad_warnings=25
export IMPL_crit_type="reg -> out"
export IMPL_cp_max_fo=2
export IMPL_overflow=0
export IMPL_cts_sinks=38
export IMPL_drc_errors=0
export IMPL_yosysChipArea_um2=1493
export IMPL_antenna_found_initial=0
export IMPL_postSynthAreaPerCell_um2=18.66
export IMPL_track_usage_pct=5.019
export IMPL_cp_required_ps=1200
export IMPL_tns_ps=0
export IMPL_tritoncts="yes"
export IMPL_slowest_delay_ps=510
export IMPL_relSlewSlack_pct=67.64
export IMPL_placed_area_um2=2422
export IMPL_slew_viol_final=0
==> logic make-up after synthesis <==
kind of cell | after synthesis
muxes | 38
DFF | 38
buffers and inverters | 4
==> power groups by stage <==
stage	sequential, mW	clock (mW)	combinational (mW)
finish	1.18	0.700	0.479
global route	1.19	0.797	0.524
CTS	1.18	0.759	0.495
==> registers in the layout (all words and copies together), names as in the netlist <==
name / flops
alu_result_WB: 16
ldata_WB: 16
dst_addr_WB: 4
wb_sel_WB: 1
we_rf_WB: 1
==> Yosys cell counts (all sizes together) <==
library cell	instances	area (um2)
mux2	38	503.0
dfrtp	38	950.9
buf	4	38.78
==> worst paths after layout <==
kind                            slack [ps]           start               end  depth (start not counted)
worst max register to register         740     ldata_WB[9]       ldata_WB[9]                          1
worst min register to register         510     ldata_WB[3]       ldata_WB[3]                          1
min in group clk0                      510     ldata_WB[3]       ldata_WB[3]                          1
worst min-delay path                    60           rst_n      ldata_WB[12]                          2
max in group asynchronous             1100           rst_n  alu_result_WB[4]                          2
worst max-delay path                    60  dst_addr_WB[3]    dst_addr_WB[3]                          1
==> metrics by stage <==
stage                     total power, mW  utilization, %
after floorplan                     1.328               -
after global placement              1.689           23.68
after detailed placement            1.690           23.68
after CTS                           2.433           24.48
after global routing                2.513           24.48
final                               2.357           24.48
==> metal layers <==
| layer | vias up | routed length, um | global-route usage, % |
|---|---|---|---|
| met2 | 45 | 1679 | 7.604 |
| met1 | 454 | 1614 | 6.520 |
| met3 | 7 | 444 | 2.488 |
| met5 | - | 0 | 0 |
| met4 | 0 | 55 | 0.6706 |
| li1 | 441 | - | - |
==> area by class of cell <==
type / count / area share [%]
sequential: 38 / 37.96
timing repair buffer: 80 / 31.87
clock buffer: 6 / 3.297
tap: 136 / 6.793
multi-input combinational: 38 / 20.08
No activity file was given, so power comes from the tool's default toggle rates.
